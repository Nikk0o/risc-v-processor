**design/flow/config.mk**
```make
export PLATFORM = sky130hd
export DESIGN_NAME = hazard_Detection_Unit
export DESIGN_NICKNAME = hazard_Detection_Unit
export VERILOG_FILES = /design/flow/design.v
export SDC_FILE = /design/flow/constraint.sdc
export NUM_CORES = 4
export LEC_CHECK = 1
export CORE_UTILIZATION = 30
```
**design/flow/constraint.sdc**
```tcl
current_design hazard_Detection_Unit

set clk_period 3.5
set clk_io_pct 0.2

create_clock -name clk0 -period $clk_period [get_ports {clk}]

set non_clock_inputs [all_inputs -no_clocks]
set_input_delay [expr $clk_period * $clk_io_pct] -clock clk0 $non_clock_inputs
set_output_delay [expr $clk_period * $clk_io_pct] -clock clk0 [all_outputs]
```
**design/flow/design.v**
```verilog
module hazard_Detection_Unit(
	input clk,
	input reset,
	input go_to_next,
	input EX_invalid,
	input MEM_invalid,
	input is_load_EX,
	input is_load_MEM,
	input is_store_EX,
	input any_branch,
	input csr_write_mstatus,
	input csr_write,
	input ret,
	input took_branch,
	input is_branch_EX,
	input interrupt,
	input[31:0] ID_PC,
	input[31:0] EX_PC,
	input[31:0] MEM_PC,
	input any_excep,
	input[4:0] rs1,
	input[4:0] rs2,
	input[4:0] rd,
	output reg forward_EX_A,
	output reg forward_EX_B,
	output reg forward_MEM_A_L,
	output reg forward_MEM_B_L,
	output reg forward_MEM_A,
	output reg forward_MEM_B,
	output reg set_invalid_IF,
	output reg set_invalid_ID,
	output reg set_invalid_EX,
	output reg set_invalid_MEM,
	output reg set_invalid_WB,
	output reg stop_IF,
	output reg stop_ID
	);
	reg[4:0] EX_rd;
	reg[4:0] MEM_rd;
	reg[4:0] WB_rd;
	reg rs1_nz;
	reg rs2_nz;
	always @(negedge clk) begin
		EX_rd <= reset ? 0 : go_to_next ? rd : EX_rd;
		MEM_rd <= reset ? 0 : go_to_next ? EX_rd : MEM_rd;
	end
	always @(*) begin
		stop_IF = ~took_branch && (
			(is_load_EX || is_store_EX) && csr_write_mstatus && !EX_invalid
			|| is_load_EX && (forward_EX_A || forward_EX_B) && !EX_invalid)
			|| is_load_MEM && (forward_MEM_A_L || forward_MEM_B_L) && !MEM_invalid;
		stop_ID = ~took_branch && (
			(is_load_EX || is_store_EX) && csr_write_mstatus && !EX_invalid
			|| is_load_EX && (forward_EX_A || forward_EX_B) && !EX_invalid)
			|| is_load_MEM && (forward_MEM_A_L || forward_MEM_B_L) && !MEM_invalid;
	end
	always @(*) begin
		if (reset) begin
			forward_EX_A = 0;
			forward_EX_B = 0;
			forward_MEM_A = 0;
			forward_MEM_B = 0;
			forward_MEM_A_L = 0;
			forward_MEM_B_L = 0;
			rs1_nz = 0;
			rs2_nz = 0;
			set_invalid_IF <= 0;
			set_invalid_EX = 0;
			set_invalid_MEM = 0;
			set_invalid_WB = 0;
			set_invalid_ID = 0;
		end
		else begin
			rs1_nz = |rs1;
			rs2_nz = |rs2;
			forward_EX_A = ~EX_invalid && rs1 == EX_rd && rs1_nz && EX_PC != ID_PC;
			forward_EX_B = ~EX_invalid && rs2 == EX_rd && rs2_nz && EX_PC != ID_PC;
			forward_MEM_A <= ~MEM_invalid && ~is_load_MEM && rs1_nz && (forward_EX_A ^ (rs1 == MEM_rd)) && MEM_PC != ID_PC;
			forward_MEM_B <= ~MEM_invalid && ~is_load_MEM && rs2_nz && (forward_EX_B ^ (rs2 == MEM_rd)) && MEM_PC != ID_PC;
			forward_MEM_A_L <= ~MEM_invalid && is_load_MEM && rs1_nz && (forward_EX_A ^ (rs1 == MEM_rd)) && MEM_PC != ID_PC;
			forward_MEM_B_L <= ~MEM_invalid && is_load_MEM && rs2_nz && (forward_EX_B ^ (rs2 == MEM_rd)) && MEM_PC != ID_PC;
			set_invalid_WB = 0;
			if (took_branch) begin
				set_invalid_IF <= 0;
				set_invalid_ID <= 1;
				set_invalid_EX <= 1;
				set_invalid_MEM <= 1;
			end
			else if (any_excep || ret) begin
				set_invalid_IF <= 0;
				set_invalid_ID <= 1;
				set_invalid_EX <= 1;
				set_invalid_MEM <= 1;
			end
			else if (interrupt) begin
				set_invalid_IF <= 1;
				set_invalid_ID <= 0;
				set_invalid_EX <= 0;
				set_invalid_MEM <= 0;
			end
			else if (stop_IF && ~stop_ID) begin
				set_invalid_IF <= 1;
				set_invalid_ID <= 1;
				set_invalid_EX <= 0;
				set_invalid_MEM <= 0;
			end
			else if (stop_ID) begin
				set_invalid_IF <= 0;
				set_invalid_ID <= 0;
				set_invalid_EX <= 1;
				set_invalid_MEM <= 0;
			end
			else begin
				set_invalid_IF <= 0;
				set_invalid_ID <= 0;
				set_invalid_EX <= 0;
				set_invalid_MEM <= 0;
			end
		end
	end
endmodule
```
**design/flow/run.sh**
```bash
#!/bin/bash
# OpenROAD 26Q1-2900-gdf79404cd8, Yosys 0.63+post, stock flow scripts
make -C /OpenROAD-flow-scripts/flow DESIGN_CONFIG=/design/flow/config.mk WORK_HOME=/design/flow/orfs finish
```
==> flow_metrics.py <==
# Generated from Yosys and OpenROAD reports
metrics = {
    "timing": {
        "hold_ws_ps": 555,
        "fin_skew_ps": 1.82,
        "relSlewSlack": 0.610,
        "hold_viol": 0,
        "report.final.slew_viol_count": 0,
        "tightest_slew_ps": 583,
        "fin_setup_tns_ps": -8760,
        "setup_violations": 9,
        "setup_ws_ps": -1110,
        "rsz0062_at_grt": "yes",
    },
    "cells_and_area": {
        "fin_util": 0.699,
        "logic_area_um2": 1460,
        "fillers": 413,
        "area_growth_pct": 124,
        "stdcell_count": 459,
        "drive_gt1_frac": 0.242,
        "flop_area_um2": 206,
    },
    "worst_setup_path": {
        "critical_path_class": "reg2out",
        "cp.arrival_ps": 3910,
        "slowest_delay_ps": 570,
        "cp.required_ps": 2800,
        "cp.buffers_inverters": 2,
        "critical_path.slowest_cell": "or4_4",
        "cp_top_family": "simple AND/OR/NAND/NOR gates",
        "r2r_setup_slack_ps": 2610,
        "path_cells": "xor2_1 > or4_4 > o311a_4 > nor2_4 > buf_4 > nand3_2 > buf_2",
        "worst-path-max-fanout": 4,
        "cp-start-kind": "flop",
        "critPathCaptureType": "output pin",
    },
    "yosys": {
        "yosysTopAreaCell": "xor2_1",
        "syn_area_per_cell_um2": 8.09,
        "synthTopCellsByArea": "xor2_1 42%, dfxtp_1 13%, nor4_1 8.2%",
        "edf_count": 0,
        "synth_flop_count": 10,
        "yosysWarnings": 1,
        "synth_cell_types": 31,
        "yosys_most_used_dff": "dfxtp_1",
        "async_reset_ff_frac": 0,
        "ys_cells": 197,
        "ys_area_um2": 1590,
        "common_cells": "76 x xor2_1, 21 x nor4_1, 15 x nor2_1",
        "yosysSeqAreaShare": 0.126,
        "syn-instance-count": 197,
        "syn_area_um2": 1590,
        "synth_top_area_share": 0.418,
        "synth_dominant_cell_count": "xor2_1",
    },
    "die": {
        "fp.coreArea_um2": 5110,
        "io-pin-count": 140,
        "initial_utilization": 0.312,
        "die_y_um": 74.9,
        "die_w_um": 74.9,
        "fp-row-count": 26,
        "dieArea_um2": 5600,
    },
    "cts": {
        "clock-sinks": 10,
        "cts_tree": "built",
        "htreeDepth": 1,
        "cts_buffers": 3,
        "clk_path_buf_depth": 2,
        "root_buffer": "clkbuf_8",
        "cts.clk_slew.worst_paths_ps": 30,
        "clock_latency_ps": 300,
    },
    "grt": {
        "grt_pass1_wl_mm": 9.13,
        "grt-ovfl-total": 0,
        "grt_antenna_before_repair": 0,
        "grt_pass1_vias": 2019,
        "track_usage": 0.218,
        "grt_max_degree": 12,
    },
    "drt": {
        "drc": 0,
        "via_count": 2071,
        "antenna_left": 0,
        "wl_per_cell_um": 13.2,
        "viasPerCell": 4.51,
        "diodes": 0,
        "drt-total-wl_mm": 6.08,
        "drt_first_iter_violations": 47,
        "drt-pass1-iter-count": 4,
    },
    "pwr": {
        "leakage_nw": 1.54,
        "irDropWorstVdd_mv": 0.233,
        "total_power_mw": 0.617,
        "power_density_nw_per_um2": 173,
    },
    "worst_hold_path": {
        "hp-class": "reg2reg",
    },
    "place": {
        "gp_congestion": 0.874,
        "dp.cells": 436,
        "hpwlAfterDp_mm": 5.18,
        "portBuffers": 135,
    },
    "run": {
        "log.warning_count": 42,
        "max_cap_violations": 0,
    },
    "outcome": {
        "status": "complete, but fails checks",
        "violations": "setup timing",
    },
}
[report_power, final]
part	internal [mW]	total, mW	switching, mW
registers	0.121	0.127	0.00528
logic	0.220	0.331	0.111
clock network	0.0908	0.159	0.0679
total	0.432	0.617	0.184
[kinds of logic (layout without fill, tap and decap cells)]
logic type	Yosys count	after routing	share of synthesized area
xor+xnor	86	86	0.473
simple gates	71	71	0.252
mux	10	10	0.0628
flops	10	10	0.126
buf+inv	10	202	0.0401
compound gates	9	9	0.0440
other cells	1	1	0.00235
[layer usage]
layer | wire (µm) | track usage | up-vias
li1 | - | - | 1078
met1 | 2810 | 0.305 | 927
met2 | 2910 | 0.370 | 60
met3 | 313 | 0.0285 | 6
met4 | 51 | 0.0314 | 0
met5 | 0 | 0 | -
[path summary, 6_finish.rpt]
kind,depth (start not counted),startpoint,to
setup / recovery,7,EX_rd[2],stop_IF
hold / removal,2,MEM_rd[2],MEM_rd[2]
hold reg to reg,2,MEM_rd[2],MEM_rd[2]
setup reg to reg,4,EX_rd[3],EX_rd[3]
[worst register-to-register path: stages, from the launching register on]
cell and delay [ps]:
dfxtp_2 320, buf_6 120, buf_4 130, mux2i_1 150
nor2_1 60
[cell type report]
type,instances,area share
inverters,2,0.00210
clock buffers,3,0.0116
well taps,70,0.0245
flip-flops and latches,10,0.0579
clock inverters,10,0.0105
repair buffers,187,0.485
multi-input cells,177,0.408
[registers in the layout, summed over array words and instances, names as in the netlist]
| register | cells |
|---|---|
| MEM_rd | 5 |
| EX_rd | 5 |
[per-stage QoR]
step / worst slack (ps) / cell area, µm²
finish: -1110 / 3570
global route: -1250 / 3570
floorplan: -591 / 1610
detailed placement: -1080 / 3310
CTS: -1190 / 3520
global placement: -1070 / 3310
[layout by cell type (no fill, tap or decap), types with 2 or more instances in the layout]
master / instances
buf_2: 9
buf_4: 45
buf_6: 6
clkbuf_8: 3
clkdlybuf4s50_1: 126
dfxtp_1: 5
dfxtp_2: 5
inv_1: 11
mux2i_1: 10
nand2_1: 2
nand3_1: 4
nand4_1: 4
nor2_1: 15
nor2_2: 4
nor3_1: 6
nor3_2: 2
nor3b_2: 2
nor4_1: 17
nor4_4: 3
o211ai_1: 2
or4_1: 2
or4_4: 2
xnor2_1: 6
xnor2_2: 4
xor2_1: 76
[what timing repair did]
| item | 4_1_cts | 5_1_grt |
|---|---|---|
| endpoints found under the setup margin | 9 | 9 |
| setup buffers | 9 | 2 |
| gates resized | 49 | 5 |
| pin swaps | 25 | 8 |
| endpoints found under the hold margin | 0 | 0 |
| hold buffers | 0 | 0 |
Power is estimated from default activity; no workload was simulated.
